==> /design/flow/design.v <==
module adder4(carryin,x3,x2,x1,x0,y3,y2,y1,y0,s3,s2,s1,s0,carryout);
input carryin,x3,x2,x1,x0,y3,y2,y1,y0;
output s3,s2,s1,s0,carryout;
wire c1,c2,c3;
fulladd f0(carryin,x0,y0,s0,c1);
fulladd f1(c1,x1,y1,s1,c2);
fulladd f2(c2,x2,y2,s2,c3);
fulladd f3(c3,x3,y3,s3,carryout);
endmodule
module bcdadd(carryin,x3,x2,x1,x0,y3,y2,y1,y0,s3,s2,s1,s0,carryout);
input carryin,x3,x2,x1,x0,y3,y2,y1,y0;
output s3,s2,s1,s0,carryout;
wire z3,z2,z1,z0,c1;
wire w3,w2,w1,w0,c2;
wire cfix;
adder4 a1(carryin,x3,x2,x1,x0,y3,y2,y1,y0,z3,z2,z1,z0,c1);
assign cfix = c1 | (z3 & (z2 | z1));
adder4 a2(0, z3, z2, z1, z0, 0, cfix, cfix, 0, w3, w2, w1, w0, c2);
assign s3=w3; assign s2=w2; assign s1=w1; assign s0=w0;
assign carryout = c1 | c2;
endmodule
`timescale 1ns/1ns
module halfadd(a,b,s,c);
input a,b;
output s,c;
assign s = a ^ b;
assign c = a & b;
endmodule
module fulladd(Cin, x, y, s, Cout);
input Cin, x, y;
output s, Cout;
assign s = x ^ y ^ Cin;
assign Cout = (x & y) | (x & Cin) | (y & Cin);
endmodule
module tb1();
reg a,b,cin;
wire s1,c1,s2,c2;
halfadd h1(a,b,s1,c1);
fulladd f1(cin,a,b,s2,c2);
initial begin
    $dumpfile("tb1.vcd");
    $dumpvars(0,tb1);
    a=0;b=0;cin=0; #10;
    a=0;b=1;cin=1; #10;
    a=1;b=0;cin=0; #10;
    a=1;b=1;cin=1; #10;
    $display("Test complete");
end
endmodule
==> /design/flow/run.sh <==
#!/bin/bash
# OpenROAD 26Q1-2900-gdf79404cd8, Yosys 0.63+post, stock flow scripts
make -C /OpenROAD-flow-scripts/flow DESIGN_CONFIG=/design/flow/config.mk WORK_HOME=/design/flow/orfs finish
==> /design/flow/config.mk <==
export PLATFORM = sky130hd
export DESIGN_NAME = bcdadd
export DESIGN_NICKNAME = bcdadd
export VERILOG_FILES = /design/flow/design.v
export SDC_FILE = /design/flow/constraint.sdc
export NUM_CORES = 4
export LEC_CHECK = 1
export CORE_AREA = 10 10 70 70
export DIE_AREA = 0 0 80 80
==> /design/flow/constraint.sdc <==
current_design bcdadd

set clk_period 3.6
set clk_io_pct 0.2

create_clock -name clk0 -period $clk_period

set non_clock_inputs [all_inputs -no_clocks]
set_input_delay [expr $clk_period * $clk_io_pct] -clock clk0 $non_clock_inputs
set_output_delay [expr $clk_period * $clk_io_pct] -clock clk0 [all_outputs]
==> reports/results.ini <==
[layout]
ff_count=0
drive_gt1_frac=0.538
nClkBuffers=0
seq_area_um2=0
synthToLayoutAreaGrowth_pct=130

[min_path]
holdCritStartpoint=y0
min_path_cells=5
worstHoldEndpoint=s0
hp-class=in2out

[global_route]
overflow=0
grt_pass1_vias=217
antenna_found_initial=0
grt_pass1_wl_um=1040
grtUsageTotal=0.0202
grt_max_degree=4

[place]
gp_congestion=0.815
post-place-ws_ns=-1.41
portBuffers=14
post-dp-hpwl_um=596

[run]
maxCapViolCount=0
stage_log_warnings=36

[timing]
hold_violations=0
grt_setup_unrepaired=true
holdWs_ns=2.19
timing.fmax_mhz=244
fin_crit_ns=4.10
setup_viol=4
slew_headroom=0.922
timing.final.crit_share=1.14
timing.final.max_slew_violations=0
setup-tns-final_ns=-1.31
tightest_slew_ns=0.117
fin_ws_ns=-0.503

[synthesis]
ys_area_um2=198
top_area_frac=0.405
syn_area_per_cell_um2=9.41
synthCells=21
syn_area_um2=198
yosys.area.top_type=fa_1
area_leaders=fa_1 41%, ha_1 25%, inv_1 15%
ys_types=8
yosysWarnings=3
top_cells_by_count=8 x inv_1, 4 x fa_1, 4 x ha_1
ys_cells=21
top_cell=inv_1
ys_seq_share=0

[power_and_ir_drop]
p_per_area_nw_per_um2=262
p_leak_nw=0.200
ir_worst_vdd_v=0.000124
p_total_mw=0.119

[worst_setup_path]
end_kind=output pin
crit_buf_inv=4
cp.required_ns=2.88
crit_top_cell=fa_2
critical_path_peak_fanout=3
slowest_stage=fa_1
cp_slowest_stage_delay_ns=0.43
startpoint_type=primary input
arrival_ns=3.38
crit_chain=buf_6 -> inv_4 -> fa_2 -> fa_2 -> inv_2 -> fa_2 -> fa_1 -> a21o_1 -> ha_2 -> a211o_1 -> ha_4 -> or2_4 -> buf_6
cp_top_family=adder cells
path_class=in2out

[drt]
drtAntennaViolNets=0
drt_iter0_markers=3
drc=0
antennaDiodeCount=0
first_pass_iters=2
vias=200
wirelength_um=653
avgRoutedWirePerCell_um=7.68
vias_per_cell=2.35

[floorplanning]
die-area_um2=6400
die_height_um=80
die_width_um=80
ioPinCount=14
num_rows=21
initCoreUtil=0.0579
core_area_um2=3420

[clocking]
cts_hold_buf=0

[run_status]
status=complete, but fails checks
violations=setup timing

[cell usage in the layout (no fill, tap or decap), drive strengths merged]
| master | synthesis | final |
|---|---|---|
| a211o | 1 | 1 |
| dlygate4sd2 | 0 | 2 |
| clkdlybuf4s50 | 0 | 6 |
| fa | 4 | 4 |
| or2 | 1 | 1 |
| xor2 | 1 | 1 |
| inv | 8 | 8 |
| ha | 4 | 4 |
| a21o | 1 | 1 |
| buf | 0 | 10 |
| nand2b | 1 | 1 |
[metrics by stage]
stage                     std cells  area, um^2  utilization
after detailed placement         84         440        0.129
after CTS                        85         445        0.130
after global placement           84         440        0.129
final                            85         455        0.133
after floorplan                  21         220            -
after global routing             85         455        0.133
[tightest hold or removal path: stages]
cell             delay (ns)
buf_6                  0.10
inv_8                  0.04
fa_2                   0.18
inv_1                  0.03
clkdlybuf4s50_1        0.39
[repair_timing]
item,CTS,global route
endpoints found under the setup margin,4,4
pin swaps,9,2
gates resized,27,5
setup buffers,1,0
[cells by family after synthesis]
family                     synth area share
and+or+nand+nor                      0.0633
adders and majority gates             0.658
AOI/OAI and AO/OA                    0.0823
buffers and inverters                 0.152
xor gates and xnor gates             0.0443
[how the worst max path moves through the flow]
stage	from	end	slack, ns	cells after the start
final	x0	carryout	-0.50	13
after CTS	x0	carryout	-0.52	13
after global routing	x0	carryout	-0.60	13
[routing by layer]
metal | global-route usage | vias up | wire (um) | share of wire
li1 | - | 98 | - | -
met1 | 0.0321 | 88 | 326 | 0.50
met2 | 0.0217 | 14 | 173 | 0.26
met3 | 0.0136 | 0 | 152 | 0.23
met4 | 0 | 0 | 0 | 0
met5 | 0 | - | 0 | 0
[area by class of cell]
class                      instances  area [um^2]
inverter                           8         40.0
multi-input combinational         13          195
tap                               46         57.6
timing repair buffer              18          163
fill                             390         2960
[power breakdown]
part	total (mW)	leakage, nW	switching, mW	internal (mW)
Combinational	0.119	0.200	0.0419	0.0773
Sequential	0	0	0	0
Clock	0	0	0	0
Total	0.119	0.200	0.0419	0.0773
Power figures rest on the tool's default switching activity, not on a simulated workload.
