==> design.v <==
module pe16to4(
    input  [15:0] d,    
    output reg [3:0] y, 
    output reg valid    
);
    integer i;
    reg found;
    always @(*) begin
        valid = 0;
        y = 4'b0000;
        found = 0;
        for (i = 15; i >= 0; i = i - 1) begin
            if (!found && d[i]) begin
                y = i[3:0]; 
                valid = 1;
                found = 1;   
            end
        end
    end
endmodule
==> run.sh <==
#!/bin/bash
# OpenROAD 26Q1-2900-gdf79404cd8, Yosys 0.63+post, stock flow scripts
make -C /OpenROAD-flow-scripts/flow DESIGN_CONFIG=/design/flow/config.mk WORK_HOME=/design/flow/orfs finish
==> config.mk <==
export PLATFORM = sky130hd
export DESIGN_NAME = pe16to4
export DESIGN_NICKNAME = pe16to4
export VERILOG_FILES = /design/flow/design.v
export SDC_FILE = /design/flow/constraint.sdc
export NUM_CORES = 4
export LEC_CHECK = 1
export CORE_AREA = 10 10 70 70
export DIE_AREA = 0 0 80 80
==> constraint.sdc <==
current_design pe16to4

set clk_period 3.6
set clk_io_pct 0.2

create_clock -name clk0 -period $clk_period

set non_clock_inputs [all_inputs -no_clocks]
set_input_delay [expr $clk_period * $clk_io_pct] -clock clk0 $non_clock_inputs
set_output_delay [expr $clk_period * $clk_io_pct] -clock clk0 [all_outputs]
==> results.ini <==
[timing]
fmax_ghz = 0.302
finalWorstPathRequiredPeriod_ns = 3.31
totalNegativeSetupSlack_ns = 0
finalMaxSlewViolations = 0
max_slew.worst_pin.slew_ns = 0.442
setup_violations = 0
finalClockPeriodUsage_pct = 91.8
rsz0062_at_grt = no
slew_headroom_pct = 70.3
final_hold_viol_count = 0

[cells_and_area]
area.sequential_sq_um = 0
p_r_area_growth_vs_syn_pct = 165
drive_gt1_share_pct = 8.51
num-clock-buffers = 0
design.seq.count = 0

[place]
globalplace.congestion = 0.809
post-dp-hpwl_um = 857
numPortBuffers = 21

[status]
result_of_the_run = finished clean

[logic_synthesis]
count_of_distinct_cell_types_in_the_synthesized_netlist = 17
postSynthAreaPerCell_sq_um = 6.26
syn_area_sq_um = 163
yosysCellCount = 26
syn_inst = 26
synth_chip_area_sq_um = 163
seq_area_frac_synth_pct = 0
synth-warning-count = 1

[drt]
wire_per_inst_um = 9.78
drt_first_iter_violations = 45
via_per_inst = 2.90
final_antenna_net_count = 0
finalWirelength_um = 910
num_vias = 270
antenna_cells_inserted = 0
detail_route.drc_violations = 0
drt_first_pass_iters = 4

[floorplan]
floorplanUtilization_pct = 4.76
chipArea_sq_um = 6400
core_region_area_sq_um = 3420
die-height_um = 80
ioPinCount = 21
die-width_um = 80
rows = 21

[worst_setup_path]
worst-setup-path-type = input pin to output pin
path_buffers = 2
timing.critical_path.cells = clkdlybuf4s50_1, nor4_1, and4b_1, nand3b_1, o2111ai_1, clkdlybuf4s50_1
worstSetupEndpointType = output pin
arrival_ns = 2.59
critPathMaxFanout = 3
cell_family_with_the_largest_share_of_critical_path_delay = buffers and inverters
timing.critical_path.slowest_cell_delay_ns = 0.51
required_ns = 2.88
crit_path_start_kind = input pin
worst_path_most_repeated_cell = clkdlybuf4s50_1
critical-path-slowest-cell = clkdlybuf4s50_1

[grt]
globalRouteMet1Util_pct = 3.36
gr-usage-met2_pct = 5.46
antenna_violations_before_repair = 0
via_count_of_the_first_global_routing_pass = 272
pin_count_of_the_biggest_net_entering_global_routing = 5
grt.busiest_layer = met2
groute.layer.met3.usage_pct = 0.341
first_pass_grt_wire_length_um = 1410
grt_overflow = 0
groute.usage.overall_pct = 2.82

[clock_tree]
postCtsSetupBuffers = 0
post_cts_resize_count = 0
cts_hold_repair.buffers = 0

[pwr]
ir_worst_vdd_uv = 8.09
fin_total_pwr_uw = 32.4
power_density_nw_per_um2 = 75.3
cellLeakagePower_nw = 0.129

[job]
max_cap_violations = 0
openroad.warnings = 32

[worst_hold_path]
worst_hold_check_path_type = input pin to output pin

cells in the final DEF, fill, tap and decap left out, drive strengths merged:
cell	Yosys	routed
clkdlybuf4s50	0	21
o21ai	3	3
o2111ai	1	1
nand2b	1	1
nor4	3	3
or4	1	1
nand2	3	3
inv	2	2
nand4b	1	1
a21oi	2	2
nor2	2	2
and4b	1	1
a31o	1	1
nand3b	1	1
nor3	4	4
stage by stage:
| stage | area [sq um] | hold slack (ns) | utilization, % | instances | worst slack, ns |
|---|---|---|---|---|---|
| 2_1_floorplan | 163 | 1.49 | - | 26 | 1.41 |
| 5_1_grt | 430 | 2.50 | 12.6 | 93 | 0.129 |
| 3_3_place_gp | 430 | 2.48 | 12.6 | 93 | 0.308 |
| 6_report | 430 | 2.45 | 12.6 | 93 | 0.294 |
| 3_5_place_dp | 430 | 2.46 | 12.6 | 93 | 0.292 |
| 4_1_cts | 430 | 2.47 | 12.6 | 93 | 0.292 |
report_power, final:
part / internal, mW / total [mW] / switching (mW) / leakage [nW]
sequential: 0 / 0 / 0 / 0
clock: 0 / 0 / 0 / 0
combinational: 0.0221 / 0.0324 / 0.0103 / 0.129
area by class of cell:
type	instances	area [sq um]
fill	395	2990
inverter	2	7.51
multi-input combinational	24	155
tap	46	57.6
timing repair buffer	21	210
cells in the mapped netlist (all sizes together):
library cell / n / area, sq um
a21oi: 2 / 10.0
a31o: 1 / 8.76
and4b: 1 / 10.0
inv: 2 / 7.51
nand2: 3 / 11.3
nand2b: 1 / 6.26
nand3b: 1 / 7.51
nand4b: 1 / 8.76
nor2: 2 / 7.51
nor3: 4 / 25.0
nor4: 3 / 25.0
o2111ai: 1 / 8.76
o21ai: 3 / 15.0
or4: 1 / 11.3
routing by layer:
metal | routed length [um] | share of wire (%)
met1 | 354 | 39
met2 | 512 | 56
met3 | 43 | 4.7
met4 | 0 | 0
met5 | 0 | 0
kinds of logic after synthesis:
logic type	synth area share [%]
and+or+nand+nor	69.2
buffers and inverters	4.62
AOI/OAI and AO/OA	26.2
worst paths after layout:
kind,startpoint,endpoint,slack [ns],cells after the start
worst min-delay path,d[0],valid,2.45,4
worst max-delay path,d[7],y[0],0.29,6
Power is estimated from default activity; no workload was simulated.
