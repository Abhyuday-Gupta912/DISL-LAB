### design/flow/run.sh
#!/bin/bash
# OpenROAD 26Q1-2900-gdf79404cd8, Yosys 0.63+post, stock flow scripts
make -C /OpenROAD-flow-scripts/flow DESIGN_CONFIG=/design/flow/config.mk WORK_HOME=/design/flow/orfs finish
### design/flow/config.mk
export PLATFORM = sky130hd
export DESIGN_NAME = decoder4to16
export DESIGN_NICKNAME = decoder4to16
export VERILOG_FILES = /design/flow/design.v
export SDC_FILE = /design/flow/constraint.sdc
export NUM_CORES = 4
export LEC_CHECK = 1
export CORE_AREA = 10 10 70 70
export DIE_AREA = 0 0 80 80
### design/flow/constraint.sdc
current_design decoder4to16

set clk_period 1.1
set clk_io_pct 0.2

create_clock -name clk0 -period $clk_period

set non_clock_inputs [all_inputs -no_clocks]
set_input_delay [expr $clk_period * $clk_io_pct] -clock clk0 $non_clock_inputs
set_output_delay [expr $clk_period * $clk_io_pct] -clock clk0 [all_outputs]
### design/flow/design.v
module decoder3to8_for(w,En,y);
input [2:0]w;
input En;
output reg [7:0]y;
integer k;
always @(*) begin
    for(k=0;k<8;k=k+1) begin
        if((w==k)&&(En==1))
            y[k]=1;
        else
            y[k]=0;
    end
end
endmodule
module decoder4to16(w,En,y);
input [3:0]w;
input En;
output [15:0]y;
decoder3to8_for d1(w[2:0],(En&(~w[3])),y[7:0]);
decoder3to8_for d2(w[2:0],(En&(w[3])),y[15:8]);
endmodule
==> reports/metrics.yaml <==
place_hpwl_um: 778
synth_top_cell_by_count: "nor2_1"
top_usage_layer: "met2"
hold_violations: 0
end_kind: "output port"
grt_usage_pct: 2.86
path_class: "input port to output port"
fp-row-count: 21
synth_cell_types: 8
violations: "negative setup slack"
power_density_nw_per_um2: 238
relSlewSlack_pct: 90.8
crit_path_start_kind: "input port"
warnings: 34
fin_total_pwr_uw: 121
drc: 0
met3_usage_pct: 0.909
hp-class: "input port to output port"
synthesis.area_um2: 118
grt_pass1_wl_mm: 1.49
io_pins: 21
instances_no_fill: 99
viasPerCell: 2.92
hold_slack_ps: 719
num_vias: 289
die_area_um2: 6400
met1_usage_pct: 3.30
crit_fanout: 4
fp-utilization_pct: 3.44
regArea_um2: 0
portBuffers: 21
syn_inst: 23
design.seq.count: 0
rsz0062_at_grt: "true"
leakage_uw: 0.000230
drt_pass1_iterations: 2
die_w_um: 80
ys_area_um2: 118
grt_pass1_vias: 296
synth_area_per_cell_um2: 5.11
drt-total-wl_mm: 1.03
core_um2: 3420
ir_worst_vdd_v: 0.0000378
grt_max_degree: 8
detail-route-antenna-nets: 0
setup_violations: 5
status: "finished with violations"
period_needed_ps: 1300
area_leaders: "nor2_1 38%, nor3_1 13%, nand3b_1 13%"
max_freq_ghz: 0.772
ys_cells: 23
use_met2_pct: 5.30
yosys_warnings: 1
drive_gt1_share_pct: 84.9
worstPathArrival_ps: 1080
gr-total-overflow: 0
setup_ws_ps: -195
ys_seq_share_pct: 0
wl_per_cell_um: 10.4
syn2layout_area_growth_pct: 331
nFillCells: 398
netlist_top_cells_count: "12 x nor2_1, 3 x nor3_1, 2 x nand2b_1, 2 x nand3b_1"
cp.required_ps: 880
synth_top_area_share_pct: 38.3
slew_viol_final: 0
worst_pin_slew_ps: 137
die_y_um: 80
maxCapViolations: 0
antenna_cells: 0
largest_area_cell: "nor2_1"
dp.cells: 91
min_period_over_period_pct: 118
drtIter0Drc: 14
antenna_found_initial: 0
hold_buffers: 0
place.gp.congestion: 0.741
nClkBuffers: 0
[placed cells by master, fill, tap and decap left out]
cell,instances
nor2_4,3
nand3_4,1
nor2_1,3
buf_2,11
buf_8,2
nand3b_1,2
or3b_4,1
nand2_4,1
nor3_2,3
buf_6,7
buf_4,5
nand2b_4,2
nor3_4,1
nor2_2,6
dlygate4sd2_1,3
clkbuf_2,2
[cell type report]
cell class                 instances  area (um^2)  area share (%)
tap                               46         57.6            11.4
timing repair buffer              30          238            46.9
multi-input combinational         23          211            41.7
[final timing paths]
check             start  slack, ps  cells after the start    end
setup / recovery   w[2]       -200                      5   y[0]
hold / removal     w[1]        720                      3  y[12]
[per-stage QoR]
| step | setup WS, ps | util [%] | TNS (ps) | cell area [um^2] |
|---|---|---|---|---|
| after floorplan | 194 | - | 0 | 118 |
| after global placement | -858 | 11.5 | -11930 | 393 |
| after detailed placement | -857 | 11.5 | -11970 | 393 |
| after CTS | -233 | 13.7 | -919 | 469 |
| after global routing | -224 | 14.8 | -922 | 507 |
| final | -195 | 14.8 | -644 | 507 |
[where the power goes]
part           internal (uW)  switching [uW]
Clock                      0               0
Sequential                 0               0
Combinational           66.0            54.7
Total                   66.0            54.7
[routing by layer]
metal / wire (um) / share of wire [%] / vias up
met5: 0 / 0 / -
li1: - / - / 141
met4: 0 / 0 / 0
met2: 522 / 51 / 12
met3: 95 / 9.3 / 0
met1: 409 / 40 / 136
[cells by family after synthesis]
family        after synthesis  share of synthesized area, %
simple gates               23                           100
[timing repair]
action,CTS,global route
pin swaps,17,11
setup endpoints to repair,16,13
buffers inserted,9,0
cloned,0,0
gates resized,87,18
[worst max-delay path: stages]
cell and delay, ps:
buf_8 100, or3b_4 400, buf_6 140, nor3_4 100, buf_2 110
Power is estimated from default activity; no workload was simulated.
